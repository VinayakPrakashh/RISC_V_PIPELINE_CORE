==> flow/config.mk <==
export PLATFORM = sky130hd
export DESIGN_NAME = execute_cycle
export DESIGN_NICKNAME = execute_cycle
export VERILOG_FILES = /design/flow/design.v
export SDC_FILE = /design/flow/constraint.sdc
export NUM_CORES = 4
export LEC_CHECK = 1
export CORE_UTILIZATION = 30
==> flow/constraint.sdc <==
current_design execute_cycle

set clk_period 27.3
set clk_io_pct 0.2

create_clock -name clk0 -period $clk_period [get_ports {clk}]

set non_clock_inputs [all_inputs -no_clocks]
set_input_delay [expr $clk_period * $clk_io_pct] -clock clk0 $non_clock_inputs
set_output_delay [expr $clk_period * $clk_io_pct] -clock clk0 [all_outputs]
==> flow/design.v <==
module adder #(parameter WIDTH = 32) (
    input       [WIDTH-1:0] a, b,
    output      [WIDTH-1:0] sum
);
assign sum = a + b;
endmodule
module alu #(parameter WIDTH = 32) (
    input [WIDTH-1:0] a, b,
    input [2:0] ALUControl,
    output reg [WIDTH-1:0] Result,
    output Zero,
    input funct7b6, funct3_bit
);
always @(*) begin
    case(ALUControl)
        3'b000: Result = a + b;  
        3'b001: Result = a - b;  
        3'b010: Result = a & b;  
        3'b011: Result = a | b;  
        3'b100: Result = a << b[4:0];  
        3'b101: begin case (funct3_bit)
            1'b0:begin 
                if(a[31]!= b[31]) Result = a[31] ?1:0; 
                else Result = (a < b) ? 1:0;
            end 
            1'b1: Result <= (a < {20'b0, b[11:0]}) ? 1 : 0;  
                endcase
                end
        3'b110: begin
            if(funct7b6) Result = a >> b[4:0];  
            else Result = a >>> b[4:0];  
        end
        3'b111: Result = a ^ b;  
        default: Result = 32'bx;
    endcase
end
assign Zero = (Result == 0)?1:0;
endmodule
module branching_unit (
    input ALUR31,Zero,
    input [2:0] funct3,
    output reg Takebranch
);
    always @(*) begin
        case(funct3)
		  3'b000: Takebranch =Zero; 
		  3'b001: Takebranch =!Zero; 
		  3'b111: Takebranch =!ALUR31; 
		  3'b101: Takebranch =!ALUR31; 
		  3'b100: Takebranch =ALUR31; 
		  3'b110: Takebranch =ALUR31; 
          default:Takebranch = 0;
        endcase
    end
endmodule
module mux2 #(parameter WIDTH = 32) (
    input       [WIDTH-1:0] d0, d1,
    input       sel,
    output      [WIDTH-1:0] y
);
assign y = sel ? d1 : d0;
endmodule
module mux4 #(parameter WIDTH = 32) (
    input       [WIDTH-1:0] d0, d1, d2, d3,
    input       [1:0] sel,
    output      [WIDTH-1:0] y
);
assign y = (sel == 2'b00) ? d0 :
           (sel == 2'b01) ? d1 :
           (sel == 2'b10) ? d2 :
                            d3;
endmodule
module execute_cycle (
    input clk,rst,
    input [31:0] InstrE,RD1_E,RD2_E,PCE,ImmExtE,PCPlus4E,
    input [4:0] RdE,
    input  RegWriteE,MemWriteE,JumpE,Jalr,BranchE,ALUSrcE,
    input [2:0] ALUControlE,
    input [1:0] ResultSrcE,
    output [31:0] PCTargetE,WriteDataM,ALUResultM,PCPlus4M,InstrM,
    output [4:0] RdM,
    output RegWriteM,MemWriteM,
    output [1:0] ResultSrcM,
    output PCSrcE,
    input [1:0] ForwardAE,ForwardBE,
    input [31:0] ResultW,
    input luauE,
    output [31:0] AuLu_ResultM
);
wire [31:0] SrcBE,SrcBE_F;
wire Takebranch,Zero;
wire [31:0] ALUResultE;
wire [31:0] SrcAE,auipcadderout,AuLu_ResultE,PCTargetE_w;
reg [31:0] ALUResultE_r,WriteDataE_r,PCPlus4E_r,InstrE_r,AuLu_ResultE_r;
reg [4:0] RdE_r;
reg RegWriteE_r,MemWriteE_r;
reg [1:0] ResultSrcE_r;
mux2 srcmux(SrcBE,ImmExtE,ALUSrcE,SrcBE_F);
alu alu_main(SrcAE,SrcBE_F,ALUControlE,ALUResultE,Zero,InstrE[30],InstrE[12]);
branching_unit bu(ALUResultE[31],Zero,InstrE[14:12],Takebranch);
adder pctarget(PCE,ImmExtE,PCTargetE_w);
adder auipcadder(PCE,ImmExtE,auipcadderout);
mux2 auipcluimux(auipcadderout,ImmExtE,luauE,AuLu_ResultE);
mux4 forwarda(RD1_E,ResultW,ALUResultM,32'b0,ForwardAE,SrcAE);
mux4 forwardb(RD2_E,ResultW,ALUResultM,32'b0,ForwardBE,SrcBE);
mux2 jalrmux(PCTargetE_w,ALUResultE,Jalr,PCTargetE);
assign PCSrcE = (Takebranch & BranchE) | JumpE;
always @(posedge clk or posedge rst) begin
    if(rst==1'b1) begin
        ALUResultE_r <= 0;
        WriteDataE_r <= 0;
        PCPlus4E_r <= 0;
        RdE_r <= 0;
        RegWriteE_r <= 0;
        MemWriteE_r <= 0;
        ResultSrcE_r <= 0;
        InstrE_r <= 0;
        AuLu_ResultE_r <= 0;
    end
    else begin
        ALUResultE_r <= ALUResultE;
        WriteDataE_r <= SrcBE;
        PCPlus4E_r <= PCPlus4E;
        RdE_r <= RdE;
        RegWriteE_r <= RegWriteE;
        MemWriteE_r <= MemWriteE;
        ResultSrcE_r <= ResultSrcE;
        InstrE_r <= InstrE;
        AuLu_ResultE_r <= AuLu_ResultE;
    end
end
assign ALUResultM = ALUResultE_r;
assign PCPlus4M = PCPlus4E_r;
assign WriteDataM = WriteDataE_r;
assign RdM = RdE_r;
assign RegWriteM = RegWriteE_r;
assign MemWriteM = MemWriteE_r;
assign ResultSrcM = ResultSrcE_r;
assign InstrM = InstrE_r;
assign AuLu_ResultM = AuLu_ResultE_r;
endmodule
==> flow/run.sh <==
#!/bin/bash
# OpenROAD 26Q1-2900-gdf79404cd8, Yosys 0.63+post, stock flow scripts
make -C /OpenROAD-flow-scripts/flow DESIGN_CONFIG=/design/flow/config.mk WORK_HOME=/design/flow/orfs finish
==> impl_metrics.py <==
# Metrics from the implementation run
metrics = {
    "min_path": {
        "hp-start": "ALUResultE_r[28]",
        "hold_path_end": "WriteDataE_r[28]",
        "min_path_cells": 2,
        "hp-class": "reg2reg",
    },
    "yosys": {
        "synth_area_mm2": 0.01655,
        "syn_avg_cell_area_um2": 8.237,
        "yosysWarningCount": 3,
        "ys_sh_adder_pct": 10.04,
        "top_cell_area_share_pct": 25.56,
        "dominantRegCellSynth": "dfrtp_1",
        "yosysCellCount": 2009,
        "mux_share_pct": 14.60,
        "topCellsByArea": "dfrtp_1 (26%), mux2i_1 (13%), ha_1 (9.7%)",
        "simple_gate_area_share_pct": 14.30,
        "synthTopLogicFamily": "AND-OR/OR-AND gates",
        "largest_area_cell": "dfrtp_1",
        "synth-edff-count": 0,
        "yosysUniqueCellTypes": 86,
        "ys.flops": 169,
        "ys_sh_xor_pct": 3.281,
        "aoi_share_pct": 26.58,
        "ys_async_sr_fraction_pct": 100.0,
        "ys_area_mm2": 0.01655,
        "postSynthSeqShare_pct": 25.56,
        "syn_inst": 2009,
    },
    "power_and_ir_drop": {
        "power_density_mw_per_mm2": 53.52,
        "swShare_pct": 43.02,
        "p_clk_share_pct": 21.3,
        "p_leak_nw": 9.726,
        "combPwrFrac_pct": 53.7,
        "p_int_mw": 0.6870,
        "seq_power_share_pct": 25.0,
        "p_sw_mw": 0.5187,
        "peakVddDrop_uv": 40.96,
    },
    "clock_tree": {
        "clkSlewWorstSetupHoldPaths_ns": 0.07,
        "cts_setup_buffers": 0,
        "ctsHoldBuffers": 0,
        "clk_path_buf_depth": 2,
        "cts_buffers": 17,
        "root_buffer": "clkbuf_16",
        "htreeDepth": 4,
        "insertion_delay_ns": 0.45,
        "cts_sinks": 169,
        "cts_resized": 0,
        "cts_tree": "built",
    },
    "route": {
        "routed_wl_um": 92190,
        "drc": 0,
        "avgRoutedWirePerCell_um": 29.44,
        "drt.antenna.violating_nets": 0,
        "vias_per_cell": 5.930,
        "dr.pass1.iters": 5,
        "route.vias.total": 18570,
        "drt_iter0_markers": 1878,
    },
    "floorplan": {
        "initCoreUtil_pct": 30.57,
        "fp.dieW_um": 236.9,
        "die_area_mm2": 0.05611,
        "rows": 85,
        "core-area_mm2": 0.05413,
        "die_h_um": 236.9,
        "io_pins": 449,
    },
    "sta": {
        "min_period_ns": 18.71,
        "finalHoldViolCount": 0,
        "finalSetupViolCount": 0,
        "slew_viol_final": 0,
        "fin_tns_setup_ns": 0,
        "skew_ns": 0.02003,
        "post-route-period-util_pct": 68.53,
        "max_freq_ghz": 0.05345,
        "rsz0062_at_grt": "false",
        "slew-limit-headroom_pct": 24.67,
        "tightest_slew_ns": 1.118,
    },
    "finish": {
        "n_fill_cell": 5397,
        "drive_above_1_share_pct": 6.291,
        "fin_util_pct": 41.62,
        "layout_top_cell_excl_fill_tap": "clkdlybuf4s50_1",
        "area_growth_pct": 36.16,
        "lay_top_cells": "clkdlybuf4s50_1 (442), mux2i_1 (209), nand2_1 (188)",
    },
    "job": {
        "maxCapViolCount": 0,
        "log.warning_count": 90,
    },
    "setup_path": {
        "r2r-end": "ALUResultE_r[30]",
        "critPathRequiredTime_ns": 21.84,
        "r2r_setup_slack_ns": 21.61,
        "critical_path_arrival_ns": 13.25,
        "r2r_cells": 17,
        "critical_path_class": "in2out",
        "r2r_start": "ALUResultE_r[0]",
        "critPathCaptureType": "output pin",
        "critPathMaxFanout": 42,
        "cp-start-kind": "input pin",
    },
    "global_route": {
        "grt_pass1_wl_um": 130400,
        "grt_pass1_vias": 17820,
        "met1_usage_pct": 44.30,
        "use_met2_pct": 51.76,
        "grt_overflow": 0,
        "busiest_layer": "met2",
        "grtUsageTotal_pct": 32.81,
        "grt_max_degree": 73,
        "grt_util_met3_pct": 7.689,
        "antenna_found_initial": 3,
    },
    "status": {
        "status": "finished clean",
    },
    "placed_design": {
        "hpwl_um": 74310,
        "portBuffers": 448,
        "routabilityCongestion": 1.021,
    },
}
==> cells in the mapped netlist, drive strengths merged (10+ instances only) <==
library cell / instances
a211o: 10
a211oi: 33
a21o: 27
a21oi: 98
a221oi: 12
a22o: 14
a22oi: 19
a31oi: 14
and3: 12
buf: 33
clkbuf: 93
dfrtp: 169
ha: 128
inv: 111
mux2: 24
mux2i: 212
nand2: 188
nand2b: 13
nand3: 33
nor2: 153
nor2b: 15
nor3: 34
nor4: 15
o211ai: 30
o21a: 11
o21ai: 179
o21bai: 13
o221ai: 28
o22ai: 45
o2bb2ai: 34
o31ai: 13
xnor2: 42
xor2: 20
==> kinds of logic (layout without fill, tap and decap cells) <==
| logic type | count (synthesis) | in the layout |
|---|---|---|
| other | 0 | 3 |
| buffers and inverters | 239 | 662 |
| and+or+nand+nor | 518 | 518 |
| AOI/OAI and AO/OA | 654 | 654 |
| muxes | 236 | 236 |
| DFF | 169 | 169 |
| xor gates and xnor gates | 62 | 62 |
| adders and majority gates | 131 | 131 |
==> sequential cells by signal (all words and copies together), names as in the netlist <==
register	flops
ALUResultE_r	32
AuLu_ResultE_r	32
InstrE_r	32
PCPlus4E_r	32
WriteDataE_r	32
RdE_r	5
ResultSrcE_r	2
MemWriteE_r	1
RegWriteE_r	1
==> layout make-up <==
class | count | area [µm²] | area share [%]
clock inverter | 14 | 183.9 | 0.8163
inverter | 113 | 431.7 | 1.916
clock buffer | 17 | 425.4 | 1.888
tap | 696 | 870.8 | 3.865
multi-input combinational | 1601 | 11400 | 50.61
timing repair buffer | 518 | 4980 | 22.10
antenna | 3 | 7.507 | 0.03332
sequential | 169 | 4229 | 18.77
==> through the flow <==
step	cell area, µm²	std cells	hold slack (ns)	power [mW]	worst slack (ns)
2_1_floorplan	16550	2009	0.4732	0.6178	10.98
3_3_place_gp	21910	3097	0.5604	0.9409	8.737
3_5_place_dp	21910	3097	0.5641	0.9349	8.779
4_1_cts	22520	3128	0.5849	1.196	8.749
5_1_grt	22530	3130	0.6146	1.258	8.213
6_report	22530	3131	0.5830	1.206	8.591
==> metal layers <==
| metal | part of all wire, % | routed length [µm] | vias to the layer above |
|---|---|---|---|
| met5 | 0.011 | 10 | - |
| met4 | 4.4 | 4099 | 2 |
| met3 | 9.1 | 8409 | 194 |
| met2 | 46 | 42280 | 1040 |
| met1 | 41 | 37390 | 9058 |
| li1 | - | - | 8273 |
==> worst max-delay path, stage by stage <==
cell	delay, ns
clkdlybuf4s50_1	0.45
buf_4	0.38
nor2b_2	0.59
buf_4	0.38
nand2_1	0.08
o21ai_0	0.10
mux2i_1	0.17
ha_1	0.71
inv_1	0.21
a2111oi_0	0.57
a211oi_1	0.21
o22a_1	0.23
a2111oi_0	0.59
buf_4	0.25
o2111ai_1	0.16
a31oi_1	0.21
a311oi_1	0.07
xnor2_1	0.19
o2111ai_1	0.36
or4b_2	0.74
or4_1	0.41
nand4b_1	0.14
clkdlybuf4s50_1	0.54
==> power by group through the flow <==
stage	clock [mW]	sequential, mW	combinational [mW]
global route	0.271	0.303	0.684
finish	0.257	0.301	0.647
CTS	0.262	0.302	0.632
==> worst max-delay path by stage <==
stage	depth (start not counted)	to	start
5_1_grt	23	PCSrcE	ForwardBE[1]
4_1_cts	23	PCSrcE	ForwardBE[1]
6_report	23	PCSrcE	ForwardBE[1]
No activity file was given, so power comes from the tool's default toggle rates.
